### flow/run.sh
#!/bin/bash
# OpenROAD 26Q1-2900-gdf79404cd8, Yosys 0.63+post, stock flow scripts
make -C /OpenROAD-flow-scripts/flow DESIGN_CONFIG=/design/flow/config.mk WORK_HOME=/design/flow/orfs finish
### flow/config.mk
export PLATFORM = sky130hd
export DESIGN_NAME = data_io
export DESIGN_NICKNAME = data_io
export VERILOG_FILES = /design/flow/design.v
export SDC_FILE = /design/flow/constraint.sdc
export NUM_CORES = 4
export LEC_CHECK = 1
export CORE_UTILIZATION = 30
### flow/constraint.sdc
current_design data_io

set clk_period 4.3
set clk_io_pct 0.2

create_clock -name clk0 -period $clk_period [get_ports {SPI_SCK}]
create_clock -name clk1 -period $clk_period [get_ports {clk_sys}]

set non_clock_inputs [all_inputs -no_clocks]
set_input_delay [expr $clk_period * $clk_io_pct] -clock clk0 $non_clock_inputs
set_output_delay [expr $clk_period * $clk_io_pct] -clock clk0 [all_outputs]
### flow/design.v
module data_io
(
	input             clk_sys,
	input             SPI_SCK,
	input             SPI_SS2,
	input             SPI_SS4,
	input             SPI_DI,
	input             SPI_DO,  
	input             clkref_n,  
	output reg        ioctl_download = 0,  
	output reg  [7:0] ioctl_index,         
	output reg        ioctl_wr,            
	output reg [24:0] ioctl_addr,
	output reg  [7:0] ioctl_dout,
	output reg [23:0] ioctl_fileext,       
	output reg [31:0] ioctl_filesize       
);
parameter START_ADDR = 25'd0;
parameter ROM_DIRECT_UPLOAD = 0;
reg  [7:0] data_w;
reg  [7:0] data_w2  = 0;
reg        rclk   = 0;
reg        rclk2  = 0;
reg        addr_reset = 0;
reg        downloading_reg = 0;
localparam DIO_FILE_TX      = 8'h53;
localparam DIO_FILE_TX_DAT  = 8'h54;
localparam DIO_FILE_INDEX   = 8'h55;
localparam DIO_FILE_INFO    = 8'h56;
always@(posedge SPI_SCK, posedge SPI_SS2) begin : SPI_RECEIVER
	reg  [6:0] sbuf;
	reg  [7:0] cmd;
	reg  [3:0] cnt;
	reg  [5:0] bytecnt;
	reg [24:0] addr;
	if(SPI_SS2) begin
		bytecnt <= 0;
		cnt <= 0;
	end	else begin
		if(cnt != 15) sbuf <= { sbuf[5:0], SPI_DI};
		if(cnt != 15) cnt <= cnt + 1'd1;
			else cnt <= 8;
		if(cnt == 7) cmd <= {sbuf, SPI_DI};
		if((cmd == DIO_FILE_TX) && (cnt == 15)) begin
			if(SPI_DI) begin
				addr_reset <= ~addr_reset;
				downloading_reg <= 1;
			end else begin
				downloading_reg <= 0;
			end
		end
		if((cmd == DIO_FILE_TX_DAT) && (cnt == 15)) begin
			data_w <= {sbuf, SPI_DI};
			rclk <= ~rclk;
		end
		if((cmd == DIO_FILE_INDEX) && (cnt == 15)) ioctl_index <= {sbuf, SPI_DI};
		if((cmd == DIO_FILE_INFO) && (cnt == 15)) begin
			bytecnt <= bytecnt + 1'd1;
			case (bytecnt)
				8'h08: ioctl_fileext[23:16]  <= {sbuf, SPI_DI};
				8'h09: ioctl_fileext[15: 8]  <= {sbuf, SPI_DI};
				8'h0A: ioctl_fileext[ 7: 0]  <= {sbuf, SPI_DI};
				8'h1C: ioctl_filesize[ 7: 0] <= {sbuf, SPI_DI};
				8'h1D: ioctl_filesize[15: 8] <= {sbuf, SPI_DI};
				8'h1E: ioctl_filesize[23:16] <= {sbuf, SPI_DI};
				8'h1F: ioctl_filesize[31:24] <= {sbuf, SPI_DI};
			endcase
		end
	end
end
generate if (ROM_DIRECT_UPLOAD == 1) begin
always@(posedge SPI_SCK, posedge SPI_SS4) begin : SPI_DIRECT_RECEIVER
	reg  [6:0] sbuf2;
	reg  [2:0] cnt2;
	reg  [9:0] bytecnt;
	if(SPI_SS4) begin
		cnt2 <= 0;
		bytecnt <= 0;
	end else begin
		if(cnt2 != 7)
			sbuf2 <= { sbuf2[5:0], SPI_DO };
		cnt2 <= cnt2 + 1'd1;
		if(cnt2 == 7) begin
			bytecnt <= bytecnt + 1'd1;
			if (bytecnt == 513) bytecnt <= 0;
			if (~bytecnt[9]) begin
				data_w2 <= {sbuf2, SPI_DO};
				rclk2 <= ~rclk2;
			end
		end
	end
end
end
endgenerate
always@(posedge clk_sys) begin : DATA_OUT
	reg rclkD, rclkD2;
	reg rclk2D, rclk2D2;
	reg addr_resetD, addr_resetD2;
	reg wr_int, wr_int_direct;
	reg [24:0] addr;
	reg [31:0] filepos;
	{ rclkD, rclkD2 } <= { rclk, rclkD };
	{ rclk2D ,rclk2D2 } <= { rclk2, rclk2D };
	{ addr_resetD, addr_resetD2 } <= { addr_reset, addr_resetD };
	ioctl_wr <= 0;
	if (!downloading_reg) begin
		ioctl_download <= 0;
		wr_int <= 0;
		wr_int_direct <= 0;
	end
	if (~clkref_n) begin
		wr_int <= 0;
		wr_int_direct <= 0;
		if (wr_int || wr_int_direct) begin
			ioctl_dout <= wr_int ? data_w : data_w2;
			ioctl_wr <= 1;
			addr <= addr + 1'd1;
			ioctl_addr <= addr;
		end
	end
	if(addr_resetD ^ addr_resetD2) begin
		addr <= START_ADDR;
		filepos <= 0;
		ioctl_download <= 1;
	end
	if (rclkD ^ rclkD2)   wr_int <= 1;
	if (rclk2D ^ rclk2D2 && filepos != ioctl_filesize) begin
		filepos <= filepos + 1'd1;
		wr_int_direct <= 1;
	end
end
endmodule
==> impl_metrics.toml <==
# physical design summary
[outcome]
run_status = "finished clean"

[synthesis]
synth_flops = 165
yosys_warnings = 1
synth_area_um2 = 5730
async_reset_ff_share_pct = 6.06
yosys_cells = 342
synthFlopType = "edfxtp_1"
enable_flop_cells = 123
yosys.cell_types.count = 36
synthesis.area_per_instance_um2 = 16.7
seq_area_frac_synth_pct = 80.1
ys_area_um2 = 5730
synth_cells = 342

[detailed_routing]
via_per_inst = 4.50
drt-total-wl_mm = 10.6
postRouteAntennaNets = 0
vias = 3171
drt_pre_antenna_iters = 4
drt_iter0_drc = 186
avgRoutedWirePerCell_um = 15.1
insertedDiodeCount = 0
route.detailed.drc = 0

[hold_path]
holdPathEnd = "DATA_OUT.rclkD2"
tightest_hold_check_type = "flop to flop"
min_delay_path_depth = 0
timing.hold.worst.start = "DATA_OUT.rclkD"

[critical_path]
start_kind = "primary input"
worst_ep_required_time_ns = 4.56
r2r-start = "SPI_RECEIVER.cnt[0]"
timing.rr.end = "ioctl_fileext[11]"
largest_driver_fanout_on_the_critical_path = 12
cp.arrival_ns = 3.09
reg2regPathDepth = 5
reg2reg_setup_slack_ns = 1.86
endpoint_kind_of_the_worst_setup_timing_path = "flop"
path_class = "primary input to flop"

[global_routing]
first_global_vias = 3096
antenna_found_initial = 0
grt_max_degree = 38
grt-ovfl-total = 0
grt_first_pass_wirelength_mm = 16.8
grt.total_usage_pct = 11.7

[sta]
skew_ns = 0.00575
finalHoldViolations = 0
totalNegativeSetupSlack_ns = 0
timing_worst_slew_pin_value_ns = 0.839
max_slew_violations = 0
setup-violations-final = 0
rsz_0062_raised_after_global_routing = "no"
timing.slew.headroom_pct = 44.0

[power]
power.ir.vdd_worst_mv = 0.232
p_sw_w = 0.000572
internal_power_w = 0.00274
power.share.sequential_pct = 51.6
clock_power_share_pct = 47.6
power.share.combinational_pct = 0.9
power_density_nw_per_um2 = 433
switching_share_pct = 17.3
total_leakage_power_nw = 2.67

[final_layout]
lay_top_cells = "edfxtp_1, clkdlybuf4s50_1, dfxtp_1"
final_cell_area_um2 = 7650
largest-register = "ioctl_filesize"
leading_cell_type_in_the_layout_fill_and_taps_excluded = "edfxtp_1"
synthToLayoutAreaGrowth_pct = 33.6
final-instance-count-excl-fill = 704
top_regs = "ioctl_filesize (32), DATA_OUT.addr (25), ioctl_addr (25)"
drive_gt1_share_pct = 8.51
largest_reg_flops = 32

[floorplanning]
chip_area_um2 = 19600
die_h_um = 140
die-width_um = 140
boundaryPins = 106
initCoreUtil_pct = 30.6
rows = 50
core-area_um2 = 18700

[clocking]
path_clk_slew_ns = 0.05
clock_sinks = 165
postCtsSetupRepairBufs = 0
cts_tree = "built"
cts_repair_resize_count = 0
post_cts_hold_buffer_count = 0

[place]
dpl.cell_count = 672
postPlaceCellArea_um2 = 7010
dp_hpwl_mm = 7.07
numPortBuffers = 102
gpl.final_weighted_congestion = 0.803

[flow_run]
warnings = 31
cap_violations = 0
[per-stage QoR]
step                worst slack (ns)  power, W  utilization, %  hold WS (ns)
finish                          1.47   0.00331            40.9         0.373
global route                    1.31   0.00341            40.9         0.388
CTS                             1.49   0.00333            40.9         0.372
detailed placement              1.17   0.00177            37.5         0.356
global placement                1.17   0.00177            37.5         0.355
floorplan                       1.58   0.00175               -         0.348
[how the worst max path moves through the flow]
| stage | cells past startpoint | from | to | slack [ns] |
|---|---|---|---|---|
| after global routing | 5 | clkref_n | DATA_OUT.addr[24] | 1.31 |
| after CTS | 5 | clkref_n | DATA_OUT.addr[24] | 1.49 |
| final | 5 | clkref_n | DATA_OUT.addr[24] | 1.47 |
[routing by layer]
layer / wire (um) / GRT usage, % / up-vias
met5: 0 / 0 / -
met4: 161 / 1.74 / 0
met3: 943 / 5.33 / 13
met2: 5060 / 17.7 / 128
met1: 4440 / 16.5 / 1522
li1: - / - / 1508
[cells by family (layout without fill, tap and decap cells)]
logic type,Yosys count,in the layout,synth area share [%]
flip-flops,165,165,80.1
AND/OR/NAND/NOR,104,104,11.0
AND-OR/OR-AND,25,25,2.40
XOR/XNOR,21,21,3.21
buffers and inverters,20,148,1.81
adder cells (fa/ha/maj),6,6,1.31
multiplexers,1,1,0.175
[power groups by stage]
stage | Clock [W] | Sequential, W | Combinational, W
global route | 0.00167 | 0.00171 | 0.0000316
finish | 0.00157 | 0.00171 | 0.0000282
CTS | 0.00159 | 0.00171 | 0.0000286
[worst max-delay path, cell delays in order]
cell and delay (ns):
clkdlybuf4s50_1 0.48, and4b_1 0.58, nand4_1 0.45, or4_1 0.59, a21oi_1 0.14
[cells in the mapped netlist (all sizes together), types with 2 or more instances]
cell type | count | share of area (%)
xnor2 | 7 | 1.1
and3 | 7 | 0.76
edfxtp | 123 | 65
or3 | 7 | 0.76
a21oi | 12 | 1.0
nor2 | 20 | 1.3
and2 | 16 | 1.7
and2b | 2 | 0.31
dfrtp | 10 | 4.4
clkbuf | 4 | 0.28
and4 | 6 | 0.94
and4b | 3 | 0.52
nor4b | 2 | 0.31
nand3 | 9 | 0.87
xor2 | 14 | 2.1
nand2 | 10 | 0.66
o31ai | 4 | 0.52
inv | 11 | 0.72
o21ai | 8 | 0.70
nand4 | 13 | 1.7
nor3 | 2 | 0.17
dfxtp | 32 | 11
ha | 6 | 1.3
or4 | 4 | 0.52
buf | 5 | 0.81
[final cells by class]
| cell class | count | area, um2 |
|---|---|---|
| Clock buffer | 23 | 509 |
| Clock inverter | 9 | 125 |
| Fill cell | 1641 | 11100 |
| Inverter | 11 | 41.3 |
| Multi-Input combinational cell | 157 | 1050 |
| Sequential cell | 165 | 4580 |
| Tap cell | 234 | 293 |
| Timing Repair Buffer | 105 | 1040 |
Power figures rest on the tool's default switching activity, not on a simulated workload.
